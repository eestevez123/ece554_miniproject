==> flow/design.v <==
module fifo
  #(
  parameter DEPTH=8,
  parameter BITS=64
  )
  (
  input clk,rst_n,en,
  input [BITS-1:0] d,
  output [BITS-1:0] q
  );
reg [BITS-1:0] queue [DEPTH-1:0];
always_ff @(posedge clk) begin
	if (en) begin
		queue[DEPTH-1:1] <= queue[DEPTH-2:0];
		queue[0] <= d;
	end
	else if (!rst_n) begin
		for (integer i = 0; i < DEPTH; i++)
			queue[i] <= {BITS{1'b0}};
	end
end
assign q = queue[DEPTH-1];
endmodule  
==> flow/run.sh <==
#!/bin/bash
# OpenROAD 26Q1-2900-gdf79404cd8, Yosys 0.63+post, stock flow scripts
make -C /OpenROAD-flow-scripts/flow DESIGN_CONFIG=/design/flow/config.mk WORK_HOME=/design/flow/orfs finish
==> flow/config.mk <==
export PLATFORM = sky130hd
export DESIGN_NAME = fifo
export DESIGN_NICKNAME = fifo
export VERILOG_FILES = /design/flow/design.v
export SDC_FILE = /design/flow/constraint.sdc
export NUM_CORES = 4
export LEC_CHECK = 1
export CORE_UTILIZATION = 50
export SYNTH_HDL_FRONTEND = slang
==> flow/constraint.sdc <==
current_design fifo

set clk_period 33.0
set clk_io_pct 0.2

create_clock -name clk0 -period $clk_period [get_ports {clk}]

set non_clock_inputs [all_inputs -no_clocks]
set_input_delay [expr $clk_period * $clk_io_pct] -clock clk0 $non_clock_inputs
set_output_delay [expr $clk_period * $clk_io_pct] -clock clk0 [all_outputs]
==> run summary <==
Implementation status.

- The flow ran to the end, and the final reports show no timing, DRC or antenna violations.
- The count of nets left with antenna violations once routing finished came out at 0.
- The top cell type by area accounts for between 70% and 80% of the synthesized area.
- The H-tree was split into 2 levels.
- After clock tree synthesis, the flow added hold-fix buffers numbering 0.
- In the final run the clock tree shows a worst skew of between 0.008 and 0.009 ns.
- Of the total synthesized cell area, the portion taken by AND-OR and OR-AND cells is 0%.
- For this run, the final setup violation count is recorded as 0.
- The analysis reports a worst IR drop on VDD of ~0.037 mV.
- The nature of the critical path endpoint is a flop.
- The total buffers and inverters traversed by the critical path is 3.
- Once synthesis finished, the tally of register bits stood at between 500 and 600.
- The share of the core filled by cells before placement is 51.10%.
- The mean post-synth cell area is between 15 and 20 µm².
- Data arrives at the worst endpoint at 9.27 ns.
- For reference, the placement row count at floorplan is around 71.
- Counting cells, the worst reg-to-reg path comes to 1.
- The cell taking the most area after synthesis is edfxtp_1.
- The initial antenna violation count is 0.
- The via count of the first global-routing pass is about 7400.
- The synthesized netlist was found by Yosys to have 1145 cells.
- The post-CTS resize count is 0.
- The repair_antennas step left the layout with diodes totalling 0.
- Yosys attributes the largest share of cell area to edfxtp_1 79%, and2_1 17%, buf_4 2.5%, clkbuf_2 1.2%, buf_2 0.13%.
- The CTS tree is done.
- The highest attainable clock frequency is about 0.11 GHz.
- From left edge to right edge, the die measures ~200 µm.
- The first-pass iteration count of the detailed router is 4.
- The layout summary lists the proportion of cells stronger than drive strength 1 as under 10%.
- The number of filler instances in the final layout is roughly 2900.
- The cell area after synthesis is just under 20000 µm².
- The startpoint type of the worst setup path is an input port.
- Per STA, the worst path accumulates the most delay in the family buffers and inverters.
- Clock-pin slew was measured on the worst setup and hold paths at 0.06 ns.
- The die covers 39470 µm².
- The total track usage is between 10% and 20%.
- TritonCTS reports the number of clock sinks as just over 500.
- The accumulated negative setup slack is 0 ns.
- In this run the worst hold path is classified as reg -> reg.
- The post-placement cell area is ~21000 µm².
- The critical path in this run is classified as in -> reg.
- The worst-path maximum fanout is 166.
- The height of the chip is 198.7 µm.
- The Yosys chip area is roughly 19000 µm².
- Setup repair after global routing left no endpoint under its margin.
- Dividing the detail-routed wire length by the instance count gives 12.80 µm.
- The total number of vias is approximately 8000.
- The largest single stage delay on the critical path is about 0.7 ns.
- The synthesized netlist handed to floorplanning was reported with a cell count of about 1100.
- The number of pins exceeding their max-slew limit in the final report is 0.
- In the routed layout, each cell is associated on average with a via count of 4.410.
- The number of buffers inserted by port buffering is roughly 130.
- The standby leakage power is 8.339 nW.
- Entering global routing, the biggest net connects 167 pins.
- In this run the deepest clock path goes through 3 buffers.
- The total of warnings raised by yosys is 0.
- The required time of the worst setup path is between 30 and 40 ns.
- In this run the maximum-capacitance check reported violations numbering 0.
- The count of pins on the block boundary is ~130.
- Per the final timing report, the hold violations number 0.
- The root buffer cell chosen for the clock tree is clkbuf_16.
- Per the detail_route report, DRC violations left total 0.
- The first-pass GRT wire length is between 30000 and 40000 µm.
- The timing report shows the most common cell along the critical path to be buf_4.
- The slowest library cell on the worst path is buf_4.
- Leaving out fill and tap cells, the most frequent cells in the layout are 512 x and2_1, 512 x edfxtp_1, 129 x clkdlybuf4s50_1.
- The placeable core region is ~38000 µm².
- Timing analysis after detailed placement gives a worst setup slack of 23.27 ns.
- The global route stage reports its total congestion overflow as 0.
- The final core utilization is 58.58%.
- Per the summary, power density relative to cell area is about 62 nW/µm².
- The report lists the cells along the critical path as buf_8, nand2b_4, buf_4, buf_4.
- The worst path uses around 28% of the clock period.
- The final RePlAce weighted congestion is around 0.76.
- The top logic cell family in the synthesized netlist is simple AND/OR/NAND/NOR gates.
- The distinct cell type count after synthesis is 7.
- Sequential cells were found to cover 79.50% of the synthesized design area.
- In the hold timing report, the worst path depth is 1.
- The stage logs contain a warning count of 35.
- The starting DRC count in detailed routing is 556.
- The post-CTS setup buffer count is 0.
- The area fraction in and, or, nand and nor cells is about 17%.
- In this run the number of cells on the critical path is 4.
- The finished cells cover 22170 µm².
- The transition time at the pin with the least slew margin is between 0.8 and 0.9 ns.
- The arithmetic-cell share of the synthesized area counting full adders, half adders and majority gates is 0%.
- In this run the tightest slew margin relative to its limit is a little under half.
- The post-layout worst setup margin is approximately 24 ns.
- The insertion delay of the later-clocked pin in the worst-skew pair is 0.55 ns.
- In the post-route report, total wirelength is listed as 22560 µm.
- The worst path in the final design needs a cycle of a little over 9 ns, including I/O delays and setup.
- The XOR/XNOR share of the synthesized area is 0%.
- Compared with the post-synthesis result, the final layout area differs by 14.63%.
- Summing all multiplexer cells gives an area fraction of 0%.
- The number of buffers created by CTS is a little over 50.
-- area by class of cell --
cell class	instances	area (µm²)	share of cell area [%]
flip-flops and latches	512	15370	69.35
multi-input cells	513	3217	14.51
repair buffers	140	1394	6.287
clock buffers	65	1371	6.185
well taps	511	639.4	2.884
clock inverters	21	173.9	0.7845
-- worst paths after layout --
path / end / slack, ns / startpoint
hold / removal: queue[324] / 0.52 / queue[260]
setup reg to reg: queue[261] / 32.15 / queue[197]
hold reg to reg: queue[324] / 0.52 / queue[260]
setup / recovery: queue[304] / 23.91 / en
-- cell families after synthesis --
kind of cell,Yosys count
simple gates,513
buf+inv,120
flops,512
-- sequential cells by signal (all words and copies together), names as in the netlist --
register	flops
queue	448
q	64
-- power by group --
group          switching, mW  internal, mW  total [mW]  leakage (nW)
Clock                  0.220         0.314       0.534         0.759
Combinational         0.0272        0.0340      0.0611          1.98
Sequential            0.0105         0.776       0.787          5.60
-- Yosys cell counts, drive strengths merged --
| cell | number |
|---|---|
| and2 | 512 |
| clkbuf | 51 |
| edfxtp | 512 |
| buf | 69 |
| nand2b | 1 |
-- metal layers --
metal / global-route usage [%] / vias up / part of all wire [%]
met1: 25.56 / 3540 / 48
met2: 17.38 / 138 / 44
met5: 0 / - / 0
met3: 3.079 / 55 / 5.2
li1: - / 4037 / -
met4: 3.248 / 0 / 2.9
-- through the flow --
stage          hold WS [ns]  instances  power (mW)
2_1_floorplan        0.5026       1145      0.8575
6_report             0.5173       1762       1.382
5_1_grt              0.5278       1762       1.437
3_3_place_gp         0.5037       1676      0.8618
4_1_cts              0.5181       1762       1.403
3_5_place_dp         0.5091       1676      0.8636
No activity file was given, so power comes from the tool's default toggle rates.
